### design/flow/config.mk
export PLATFORM = sky130hd
export DESIGN_NAME = fpga_top
export DESIGN_NICKNAME = fpga_top
export VERILOG_FILES = /design/flow/design.v
export SDC_FILE = /design/flow/constraint.sdc
export NUM_CORES = 4
export LEC_CHECK = 1
export CORE_UTILIZATION = 30
### design/flow/constraint.sdc
current_design fpga_top

set clk_period 12.2
set clk_io_pct 0.2

create_clock -name clk0 -period $clk_period [get_ports {CLOCK_50}]

set non_clock_inputs [all_inputs -no_clocks]
set_input_delay [expr $clk_period * $clk_io_pct] -clock clk0 $non_clock_inputs
set_output_delay [expr $clk_period * $clk_io_pct] -clock clk0 [all_outputs]
### design/flow/design.v
module fpga_top
(
  input  wire       CLOCK_50,
  input  wire       CLOCK2_50,
  input  wire       CLOCK3_50,
  input  wire       CLOCK4_50,
  output wire [6:0] HEX0,
  output wire [6:0] HEX1,
  output wire [6:0] HEX2,
  output wire [6:0] HEX3,
  output wire [6:0] HEX4,
  output wire [6:0] HEX5,
  input  wire [3:0] KEY,
  input  wire [9:0] SW,
  output wire [9:0] LEDR
);
parameter
  N_IN  = 10,
  N_OUT = 24;
reg              req;
wire [N_IN-1:0]  n;
wire             ack;
wire [N_OUT-1:0] result;
wire clk = CLOCK_50;
wire RSTN = KEY[2];
reg [1:0] ff_req_raise = 0;
reg [1:0] ff_req_fall  = 0;
always @(posedge clk) begin
  ff_req_raise <= {ff_req_raise[0], KEY[0]};
  ff_req_fall  <= {ff_req_fall [0], KEY[1]};
end
wire tri_raise = (ff_req_raise == 2'b10);
wire tri_fall  = (ff_req_fall  == 2'b10);
always @(posedge clk or negedge RSTN) begin
  if(~RSTN)
    req <= 0;
  else if(tri_raise)
    req <= 1;
  else if(tri_fall)
    req <= 0;
end
fib
#(
  .N_IN  ( N_IN  ) ,
  .N_OUT ( N_OUT )
) fib_1
(
  .rst_n  ( RSTN   ) ,
  .clk    ( clk    ) ,
  .req    ( req    ) ,
  .n      ( n      ) ,
  .ack    ( ack    ) ,
  .result ( result )
);
assign LEDR[0] = req;
assign LEDR[1] = ack;
assign n = SW;
assign HEX5 = seg7dec(result[23:20]);
assign HEX4 = seg7dec(result[19:16]);
assign HEX3 = seg7dec(result[15:12]);
assign HEX2 = seg7dec(result[11: 8]);
assign HEX1 = seg7dec(result[ 7: 4]);
assign HEX0 = seg7dec(result[ 3: 0]);
function [6:0] seg7dec;
  input [3:0] din;
  begin
    case(din)
      4'h0:    seg7dec = 7'b100_0000;
      4'h1:    seg7dec = 7'b111_1001;
      4'h2:    seg7dec = 7'b010_0100;
      4'h3:    seg7dec = 7'b011_0000;
      4'h4:    seg7dec = 7'b001_1001;
      4'h5:    seg7dec = 7'b001_0010;
      4'h6:    seg7dec = 7'b000_0010;
      4'h7:    seg7dec = 7'b111_1000;
      4'h8:    seg7dec = 7'b000_0000;
      4'h9:    seg7dec = 7'b001_0000;
      4'hA:    seg7dec = 7'b000_1000;
      4'hB:    seg7dec = 7'b000_0011;
      4'hC:    seg7dec = 7'b010_0111;
      4'hD:    seg7dec = 7'b010_0001;
      4'hE:    seg7dec = 7'b000_0110;
      4'hF:    seg7dec = 7'b000_1110;
      default: seg7dec = 7'b111_1111;
    endcase
  end
endfunction
endmodule
`default_nettype none
module fib
#(
  parameter N_IN  = 7,
  parameter N_OUT = 90
)
(
  input  wire             rst_n,
  input  wire             clk,
  input  wire             req,
  input  wire [N_IN-1:0]  n,
  output reg              ack,
  output reg  [N_OUT-1:0] result
);
localparam
  INIT          = 2'b00,
  WAIT_REQ      = 2'b01,
  CALC          = 2'b10,
  WAIT_REQ_FALL = 2'b11;
reg [1:0]       state;
reg [N_IN-1:0]  n_reg;
reg [N_OUT-1:0] n_m1;
reg [N_OUT-1:0] n_m2;
reg [N_IN-1:0]  cnt;
always @(posedge clk or negedge rst_n) begin
  if(~rst_n) begin
    state  <= INIT;
    n_reg  <= 0;
    n_m1   <= 0;
    n_m2   <= 0;
    cnt    <= 0;
    ack    <= 0;
    result <= 0;
  end else begin
    case(state)
      INIT         :begin
        state <= #1 WAIT_REQ;
      end
      WAIT_REQ     :begin
        if( req) begin
          state  <= #1 CALC;
          n_reg  <= #1 n;
          n_m1   <= #1 1;
          n_m2   <= #1 0;
          cnt    <= #1 0;
          ack    <= #1 0;
          result <= #1 0;
        end
      end
      CALC         :begin
        if(cnt == (n_reg-1)) begin
          state  <= #1 WAIT_REQ_FALL;
          result <= #1 n_m1;
        end else begin
          n_m1 <= #1 n_m1 + n_m2;
          n_m2 <= #1 n_m1;
          cnt  <= #1 cnt + 1;
        end
      end
      WAIT_REQ_FALL:begin
        if(~req)
          state <= #1 WAIT_REQ;
        ack <= #1 1;
      end
      default      :begin
        state <= 2'bxx;
      end
    endcase
  end
end
endmodule
`default_nettype wire
### design/flow/run.sh
#!/bin/bash
# OpenROAD 26Q1-2900-gdf79404cd8, Yosys 0.63+post, stock flow scripts
make -C /OpenROAD-flow-scripts/flow DESIGN_CONFIG=/design/flow/config.mk WORK_HOME=/design/flow/orfs finish
==> flow_metrics.env <==
# flow metrics
export IMPL_rsz0062_at_grt="false"
export IMPL_num_vias=5201
export IMPL_cts_max_level=3
export IMPL_worstPathMaxFanout=6
export IMPL_seqPwrFrac=0.338
export IMPL_drc=0
export IMPL_final_util=0.355
export IMPL_netlist_top_cells_area="dfrtp_1 35%, ha_1 11%, nand2_1 4.4%"
export IMPL_end_kind="output pin"
export IMPL_drt_first_pass_iters=6
export IMPL_hold_class="reg2reg"
export IMPL_synthArstFlopShare=0.961
export IMPL_cp_required_ns=9.76
export IMPL_coreArea_mm2=0.0226
export IMPL_yosys_top_cells_count="97 x dfrtp_1, 81 x nand2_1, 61 x ha_1"
export IMPL_hold_viol_final=0
export IMPL_gr_usage_met1=0.181
export IMPL_gp_congestion=0.837
export IMPL_post_route_min_period_ns=4.60
export IMPL_die_area_mm2=0.0237
export IMPL_comb_power_share=0.440
export IMPL_finalNonFillerCells=1053
export IMPL_power_density_mw_per_mm2=189
export IMPL_ys_ff=102
export IMPL_floorplan_core_util=0.305
export IMPL_clkPwrFrac=0.222
export IMPL_dp_cells=1037
export IMPL_relSlewSlack=0.465
export IMPL_crit_chain="inv_1 > ha_1 > inv_1 > mux4_2 > clkdlybuf4s50_1"
export IMPL_die_size_y_um=154
export IMPL_synth_top_area_share=0.351
export IMPL_use_met2=0.196
export IMPL_postCtsSetupBuffers=0
export IMPL_rows=55
export IMPL_path_common_cell="inv_1"
export IMPL_overflow=0
export IMPL_grt_max_degree=76
export IMPL_slowest_delay_ns=0.44
export IMPL_grt_pass1_vias=4979
export IMPL_drt_total_wl_um=13400
export IMPL_power_leakage_nw=3.49
export IMPL_top_cell="dfrtp_1"
export IMPL_intPower_mw=0.960
export IMPL_cap_violations=0
export IMPL_cts_buffers_inserted=9
export IMPL_clk_path_buf_depth=2
export IMPL_grt_busiest_layer="met2"
export IMPL_max_freq_mhz=217
export IMPL_flop_cell="dfrtp_1"
export IMPL_synth_cell_area_mm2=0.00691
export IMPL_warning_count=59
export IMPL_critPathKind="reg2out"
export IMPL_antenna_found_initial=0
export IMPL_numClockSinks=102
export IMPL_peakVddDrop_uv=93.7
export IMPL_final_max_slew_violation_count=0
export IMPL_syn_avg_cell_area_um2=9.56
export IMPL_grt_pass1_wl_um=23700
export IMPL_syn_inst=723
export IMPL_finalClockSkew_ns=0.0131
export IMPL_tightest_slew_ns=0.802
export IMPL_cts_hold_buf=0
export IMPL_root_buffer="clkbuf_16"
export IMPL_p_sw_mw=0.553
export IMPL_diodes=0
export IMPL_top_area_cell="dfrtp_1"
export IMPL_ff2ff_setup_slack_ns=8.68
export IMPL_yosysSeqAreaShare=0.366
export IMPL_ys_types=70
export IMPL_ios=70
export IMPL_cts_tree="built"
export IMPL_ys_chip_area_mm2=0.00691
export IMPL_slowest_stage="dfrtp_1"
export IMPL_outcome="completed"
export IMPL_swShare=0.366
export IMPL_yosysCellCount=723
export IMPL_setup_tns_ns=0
export IMPL_min_period_over_period=0.377
export IMPL_viasPerCell=4.94
export IMPL_synth_edff_count=0
export IMPL_ant_nets=0
export IMPL_grt_use_total=0.122
export IMPL_io_buffers=57
export IMPL_insertion_delay_ns=0.36
export IMPL_arrival_ns=2.16
export IMPL_finalSetupViolations=0
export IMPL_cts_resized=0
export IMPL_cp_start_kind="flip-flop"
export IMPL_synthToLayoutAreaGrowth_pct=16.1
export IMPL_yosysWarnings=10
export IMPL_drive_above_1_share=0.0794
export IMPL_die_width_um=154
export IMPL_dr_first_iter_drc_count=269
export IMPL_clkSlewWorstSetupHoldPaths_ns=0.07
export IMPL_reg_largest_list="fib_1.n_m1 x24, fib_1.n_m2 x24, fib_1.result x24"
export IMPL_met3_usage=0.0212
export IMPL_dp_hpwl_um=9140
export IMPL_post_drt_wl_per_cell_um=12.8
[layout by cell type (no fill, tap or decap), drive strengths merged, types with 11 or more instances in the layout]
| master | synthesis | routed |
|---|---|---|
| xor2 | 13 | 13 |
| nand3 | 30 | 30 |
| clkdlybuf4s50 | 0 | 56 |
| nand2b | 11 | 11 |
| nor2 | 35 | 35 |
| o211ai | 11 | 11 |
| mux4 | 12 | 12 |
| a22o | 12 | 12 |
| o31ai | 20 | 20 |
| mux2i | 15 | 15 |
| xnor2 | 17 | 17 |
| ha | 61 | 61 |
| nand2 | 81 | 81 |
| a21oi | 32 | 32 |
| mux2 | 26 | 26 |
| inv | 38 | 39 |
| o21ai | 57 | 57 |
| dfrtp | 97 | 97 |
| and2 | 12 | 12 |
[worst max-delay path, delay by kind of cell (launching register included)]
family	cells	cell delay, ns
adder cells (fa/ha/maj)	1	0.32
buffers and inverters	3	0.62
flip-flops	1	0.44
multiplexers	1	0.43
[final timing paths]
path / start / cells after the start / endpoint
max in group asynchronous: KEY[2] / 2 / fib_1.n_m1[7]
min in group asynchronous: KEY[2] / 1 / fib_1.n_reg[7]
max: fib_1.result[1] / 5 / HEX0[3]
min reg2reg: ff_req_fall[0] / 0 / ff_req_fall[1]
max reg2reg: fib_1.n_reg[0] / 10 / fib_1.n_m2[14]
min: ff_req_fall[0] / 0 / ff_req_fall[1]
[stage by stage]
step | worst slack, ns | power (mW) | hold slack [ns] | area [um2]
2_1_floorplan | 8.53 | 1.00 | 0.331 | 6940
3_3_place_gp | 7.97 | 1.18 | 0.339 | 7680
3_5_place_dp | 7.97 | 1.18 | 0.345 | 7680
4_1_cts | 7.57 | 1.53 | 0.357 | 8030
5_1_grt | 7.49 | 1.64 | 0.362 | 8030
6_report | 7.60 | 1.51 | 0.353 | 8030
[logic make-up after synthesis]
logic type,synth area share
AND/OR/NAND/NOR,0.146
AND-OR/OR-AND,0.175
flip-flops,0.366
buffers and inverters,0.0554
adder cells (fa/ha/maj),0.113
multiplexers,0.105
XOR/XNOR,0.0380
other,0.000542
[final cells by class]
class | instances | area, um2
Timing Repair Buffer | 62 | 606
Tap cell | 285 | 357
Fill cell | 2242 | 14600
Multi-Input combinational cell | 547 | 4030
Clock buffer | 9 | 225
Sequential cell | 102 | 2530
Inverter | 41 | 154
Clock inverter | 7 | 120
[power by group through the flow]
stage	combinational (mW)	sequential [mW]	clock, mW
CTS	0.672	0.512	0.346
global route	0.758	0.527	0.357
finish	0.666	0.511	0.336
[layer usage]
| layer | vias to the layer above | routed length [um] |
|---|---|---|
| met5 | - | 0 |
| met4 | 0 | 161 |
| li1 | 2657 | - |
| met3 | 11 | 454 |
| met2 | 73 | 6140 |
| met1 | 2460 | 6680 |
No activity file was given, so power comes from the tool's default toggle rates.
